==> flow/design.v <==
`timescale 1ns / 1ps
module apb_s(
    input pclk, presetn,
    input [31:0] paddr,
    input psel,
    input penable,
    input [7:0] pwdata,
    input pwrite,
    output reg [7:0] prdata,
    output reg pready,
    output pslverr
    );
    localparam [1:0] idle = 0, write = 1, read = 2;
    reg [7:0] mem[15:0];
    reg [1:0] state, nstate;
    bit addr_err, addv_err, data_err;
    always @ (posedge pclk or negedge presetn) begin
        if(presetn == 1'b0) begin
            state <= idle;
        end
        else begin
            state <= nstate;
        end
    end
    always @ (*) begin
        case(state)
            idle: begin
                prdata = 0;
                pready = 1'b0;
                if(psel == 1'b1 && pwrite == 1'b1) begin
                    nstate = write;
                end
                else if(psel == 1'b1 && pwrite == 1'b0) begin
                    nstate = read;
                end
                else begin
                    nstate = idle;
                end
            end
            write: begin
                if(psel == 1'b1 && penable == 1'b1) begin
                    if(!addr_err && !addv_err && !data_err) begin
                        pready = 1'b1;
                        mem[paddr] = pwdata;
                        nstate = idle;
                    end
                    else begin
                        pready = 1'b1;
                        nstate = idle;
                    end
                end
            end
            read: begin
                if(psel == 1'b1 && penable == 1'b1) begin
                    if(!addr_err && !addv_err && !data_err) begin
                        pready = 1'b1;
                        prdata = mem[paddr];
                        nstate = idle;
                    end
                    else begin
                        pready = 1'b1;
                        nstate = idle;
                    end
                end
            end
            default: begin
                pready = 1'b0;
                prdata = 0;
                nstate = idle;
            end
        endcase
    end
    reg av_t = 0;
    reg dv_t = 0;
    always @ (*) begin
        if(paddr >= 0) begin
            av_t = 1'b0;
        end
        else begin
            av_t = 1'b1;
        end
    end 
    always @ (*) begin
        if(pwdata >= 0) begin
            dv_t = 1'b0;
        end
        else begin
            dv_t = 1'b1;
        end
    end
assign addr_err = (nstate == write || read) && (paddr > 15) ? 1'b1 : 1'b0;
assign addv_err = (nstate == write || read) ? av_t : 1'b0;
assign data_err = (nstate == write || read) ? dv_t : 1'b0;
assign pslverr = (psel == 1'b1 && penable == 1'b1) ? (addr_err || data_err || addv_err) : 1'b0;
endmodule
interface apb_if;
    logic pclk;
    logic presetn;
    logic [31:0]paddr;
    logic psel;
    logic penable;
    logic [7:0]pwdata;
    logic pwrite;
    logic [7:0]prdata;
    logic pready;
    logic pslverr; 
endinterface
==> flow/run.sh <==
#!/bin/bash
# OpenROAD 26Q1-2900-gdf79404cd8, Yosys 0.63+post, stock flow scripts
make -C /OpenROAD-flow-scripts/flow DESIGN_CONFIG=/design/flow/config.mk WORK_HOME=/design/flow/orfs finish
==> flow/config.mk <==
export PLATFORM = sky130hd
export DESIGN_NAME = apb_s
export DESIGN_NICKNAME = apb_s
export VERILOG_FILES = /design/flow/design.v
export SDC_FILE = /design/flow/constraint.sdc
export NUM_CORES = 4
export LEC_CHECK = 1
export CORE_UTILIZATION = 40
==> flow/constraint.sdc <==
current_design apb_s

set clk_period 1.4
set clk_io_pct 0.2

create_clock -name clk0 -period $clk_period [get_ports {pclk}]

set non_clock_inputs [all_inputs -no_clocks]
set_input_delay [expr $clk_period * $clk_io_pct] -clock clk0 $non_clock_inputs
set_output_delay [expr $clk_period * $clk_io_pct] -clock clk0 [all_outputs]
==> flow_summary.json <==
{
  "untimed_endpoints": 150,
  "postSynthCellCount": 385,
  "dieArea_um2": 9920,
  "slowest_delay_ns": 0.26,
  "numCtsBuffers": 3,
  "antenna_found_initial": 0,
  "root_buffer": "clkbuf_8",
  "wirelength_mm": 9.69,
  "syn_area_um2": 3810,
  "finalPower_mw": 1.10,
  "yosys-stat-area_um2": 3810,
  "syn_area_per_cell_um2": 9.90,
  "diodes": 0,
  "cp-end-kind": "primary output",
  "dp_hpwl_mm": 6.50,
  "chipHeight_um": 99.6,
  "grt_pass1_wl_mm": 15.3,
  "async_flop_share_pct": 1.42,
  "maxCapViolCount": 0,
  "fin_crit_ns": 1.41,
  "crit_path_start_kind": "primary input",
  "wl_met3_um": 360,
  "port_buffers": 54,
  "fmax_mhz": 707,
  "warning_count": 29,
  "violations": "negative setup slack",
  "clkTransAtPathRegs_ns": 0.03,
  "clk_path_buf_depth": 2,
  "drive_gt1_share_pct": 11.4,
  "wl_per_cell_um": 17.6,
  "first_iter_violations": 191,
  "ios": 55,
  "powerDensity_nw_per_um2": 248,
  "final-max-slew-violation-count": 0,
  "crit_family": "simple AND/OR/NAND/NOR gates",
  "gp_congestion": 0.865,
  "fin_area_um2": 4460,
  "rsz0062_at_grt": "true",
  "initCoreUtil_pct": 41.2,
  "drc": 0,
  "fin_crit_sh_pct": 101,
  "postCtsHoldBufs": 0,
  "wl_met1_mm": 4.76,
  "dpl-instance-area_um2": 4400,
  "cp_data_arrival_time_ns": 1.13,
  "worstHoldPathType": "in -> async",
  "grt_max_degree": 69,
  "crit_buf_inv": 2,
  "worst_slack_ns": -0.0135,
  "edf_count": 0,
  "first_pass_iters": 4,
  "cp-startpoint": "paddr[10]",
  "cts_max_level": 1,
  "die_x_um": 99.6,
  "unclocked_pins": 139,
  "globalRouteTotalUtil_pct": 20.6,
  "wl_met2_mm": 4.49,
  "hold_viol_final": 0,
  "irDropWorstVdd_v": 0.000333,
  "drtAntennaViolNets": 0,
  "path_class": "in -> out",
  "highest_layer": "met4",
  "ys_cells": 385,
  "path_max_fanout": 2,
  "worst_pin_slew_ns": 0.908,
  "worstPathRequired_ns": 1.12,
  "grt_pass1_vias": 2712,
  "crit_path_top_delay_cell": "nor4_4",
  "rows": 35,
  "power.leakage_nw": 1.90,
  "max_slew_margin_pct": 39.4,
  "flop_cell": "dlxtn_1",
  "setup_violations": 1,
  "synth_flops": 141,
  "layoutNonFillerInstCount": 550,
  "synth_warnings": 2,
  "fillers": 881,
  "ys_types": 47,
  "tritoncts": "done",
  "post_cts_buffers": 0,
  "status": "complete, but fails checks",
  "grt.overflow.total": 0,
  "num_vias": 2946,
  "core_um2": 9240,
  "crit_chain": "buf_6 > nor4_4 > nand4_1 > nor2_4 > nor2_2 > buf_2",
  "syn_to_final_growth_pct": 17.1,
  "fin_util_pct": 48.3,
  "dp.cells": 547,
  "via_per_inst": 5.36
}
## synthesized netlist by cell type (7+ instances only)
cell type    n  area share, %
a21oi_1     21            2.8
a31oi_1      8            1.3
a32o_1       7            1.8
a32oi_1      7            1.6
buf_2       13            1.7
clkbuf_1     8           0.79
dlxtn_1    139             55
mux2i_1     15            3.9
nand2_1     14            1.4
nand3_1     15            2.0
nand4_1     18            3.0
nor2_1       7           0.69
nor3_1       7           0.92
nor4_1       7            1.1
o21ai_0     11            1.4
o221a_1      7            2.1
o22a_1       7            1.6
or3b_1      16            3.7
## report_power, final
| group | switching [mW] | internal (mW) |
|---|---|---|
| clock | 0.0417 | 0.182 |
| sequential | 0.0411 | 0.298 |
| combinational | 0.310 | 0.233 |
## placed cells by master (no fill, tap or decap), types with 3 or more instances in the layout
master / instances
a31oi_1: 8
nand4_1: 18
nor3_1: 7
mux2i_1: 15
o21ai_0: 11
buf_4: 9
clkbuf_8: 3
a32oi_1: 7
clkdlybuf4s50_1: 24
clkdlybuf4s15_1: 7
a22o_1: 6
buf_6: 6
a21oi_1: 21
buf_2: 13
ha_1: 3
o22a_1: 7
and3_1: 3
nor4_2: 3
nor4_4: 4
dlxtn_1: 139
o221a_1: 7
clkbuf_2: 3
a32o_1: 7
nor2b_1: 3
nand2_1: 14
inv_1: 4
nand3_1: 14
or3b_1: 16
nor2_1: 6
and4b_1: 4
## flip-flops by register name, indices dropped and copies added (netlist names)
signal  cells
mem       128
prdata      8
nstate      2
state       2
pready      1
## per-stage QoR
stage / setup TNS, ns / hold WS, ns / setup slack, ns
2_1_floorplan: 0 / -0.0156 / 0.00484
6_report: -0.0135 / 0.238 / -0.0135
3_3_place_gp: -0.686 / 0.448 / -0.686
4_1_cts: -0.0842 / 0.237 / -0.0842
5_1_grt: -0.102 / 0.246 / -0.102
3_5_place_dp: -0.722 / 0.453 / -0.722
## final timing paths
check | end | slack, ns | cells after the start
max | pslverr | -0.01 | 6
min | state[1] | 0.24 | 1
max in group asynchronous | state[0] | 1.04 | 1
min in group clk0 | pslverr | 1.01 | 6
## area by class of cell
cell class,count,area (um2),share of cell area (%)
clock buffer,3,41.3,0.925
multi-input combinational,210,1570,35.3
inverter,4,15.0,0.336
sequential,141,2140,47.9
timing repair buffer,63,534,12.0
tap,129,161,3.62
## what timing repair did
item                                    4_1_cts  5_1_grt
gates resized                                89       14
pin swaps                                    11        7
endpoints found under the setup margin        1        1
## cells by family after synthesis
kind of cell	Yosys count	synth area share [%]
AOI/OAI and AO/OA	81	15.5
DFF	2	1.31
muxes	16	4.23
and+or+nand+nor	110	18.4
buffers and inverters	34	4.89
latches	139	54.8
adders and majority gates	3	0.985
## layer usage
metal	up-vias	GRT usage, %
met3	6	1.72
li1	1484	-
met4	0	2.26
met2	60	31.4
met5	-	0
met1	1396	34.3
